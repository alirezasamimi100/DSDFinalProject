--- flow/run.sh ---
#!/bin/bash
# OpenROAD 26Q1-2900-gdf79404cd8, Yosys 0.63+post, stock flow scripts
make -C /OpenROAD-flow-scripts/flow DESIGN_CONFIG=/design/flow/config.mk WORK_HOME=/design/flow/orfs finish
--- flow/config.mk ---
export PLATFORM = sky130hd
export DESIGN_NAME = stack
export DESIGN_NICKNAME = stack
export VERILOG_FILES = /design/flow/design.v
export SDC_FILE = /design/flow/constraint.sdc
export NUM_CORES = 4
export LEC_CHECK = 1
export CORE_UTILIZATION = 50
--- flow/constraint.sdc ---
current_design stack

set clk_period 46.5
set clk_io_pct 0.2

create_clock -name clk0 -period $clk_period [get_ports {clk}]

set non_clock_inputs [all_inputs -no_clocks]
set_input_delay [expr $clk_period * $clk_io_pct] -clock clk0 $non_clock_inputs
set_output_delay [expr $clk_period * $clk_io_pct] -clock clk0 [all_outputs]
--- flow/design.v ---
module stack #(
    parameter DEPTH = 256,
    parameter WIDTH = 32
) (
    input logic clk,
    input logic rst_n,
    input logic [2:0] opcode,
    input logic signed [WIDTH-1:0] input_data,
    output logic signed [WIDTH-1:0] output_data,
    output logic overflow,
    output logic empty,
    output logic full
);
  logic signed [WIDTH-1:0] stack_mem[0:DEPTH-1];
  logic [$clog2(DEPTH):0] top;
  assign empty = (top == 0);
  assign full  = (top == DEPTH);
  logic signed [WIDTH-1:0] top_element, second_element;
  logic signed [WIDTH:0] add_result;
  logic signed [2*WIDTH-1:0] mult_result;
  always @(posedge clk or negedge rst_n) begin
    if (!rst_n) begin
      top <= 0;
      for (int i = 0; i < DEPTH; i++) begin
        stack_mem[i] <= '0;
      end
    end else begin
      if (opcode == 3'b110 && !full) begin
        stack_mem[top] <= input_data;
        top <= top + 1;
      end else if (opcode == 3'b111 && !empty) begin
        top <= top - 1;
      end
    end
  end
  always_comb begin
    top_element = (top > 0) ? stack_mem[top-1] : 0;
    second_element = (top > 1) ? stack_mem[top-2] : 0;
    add_result = {top_element[WIDTH-1], top_element} + {second_element[WIDTH-1], second_element};
    mult_result = top_element * second_element;
  end
  always_comb begin
    if (opcode == 3'b100 && top > 1) begin
      output_data = add_result;
      overflow = (add_result[WIDTH] != add_result[WIDTH-1]);
    end else if (opcode == 3'b101 && top > 1) begin
      output_data = mult_result;
      overflow = (mult_result[2*WIDTH-1:WIDTH] != {WIDTH{mult_result[WIDTH-1]}});
    end else begin
      output_data = top_element;
      overflow = 0;
    end
  end
endmodule
==> flow_metrics.tcl <==
# metrics dict for downstream scripts
set metrics [dict create \
    status "aborted with a tool error" \
    failing_step "global routing (5_1_grt)" \
    tool.error "[ERROR GRT-0116] Global routing finished with congestion. Check the congestion regions in the DRC Viewer." \
    grt_max_degree 187 \
    gp_congestion 1.892 \
    ys_seq_share_pct 46.90 \
    largest_area_cell "dfrtp_1" \
    synth.distinct_cells 113 \
    dp_hpwl_um 3429000 \
    ys.flops 8201 \
    syn_area_per_cell_um2 11.89 \
    ys_warn_count 2 \
    grt_pass1_wl_um 6135000 \
    floorplan.core_util_pct 50.18 \
    cts_setup_buffers 0 \
    top_cell "dfrtp_1" \
    io_buffers 71 \
    fp.dieW_um 937.5 \
    grt_overflow_total 174800 \
    ys_cells 36800 \
    ctsHoldBuffers 0 \
    rows 343 \
    numCtsBuffers 849 \
    synth_cells 36800 \
    cts_resized 0 \
    synth_area_mm2 0.4376 \
    synthFlopType "dfrtp_1" \
    htree_levels 6 \
    track_usage_pct 116.6 \
    ys_top_cells_by_area "dfrtp_1 47%, mux2_2 21%, a22oi_1 7.3%" \
    ios 72 \
    top_cell_area_share_pct 46.90 \
    netlist_top_cells_count "8201 x dfrtp_1, 8191 x mux2_2, 4237 x a22oi_1" \
    cts.sinks 8201 \
    yosys_area_mm2 0.4376 \
    dp_cells 48600 \
    grt_pass1_vias 496100 \
    edf_count 0 \
    cts_buffer_depth 4 \
    cts_root_buffer "clkbuf_16" \
    die_y_um 937.5 \
    async_reset_ff_share_pct 100.0 \
]
[layer usage]
metal  GRT usage [%]  overflow
met4           96.69     11050
met5           85.91      1888
met2           138.5     85010
met3           96.05     16640
met1           123.0     60220
[stage by stage]
stage	utilization (%)	area (um^2)	total power (uW)	worst slack, ns	hold WS [ns]
CTS	57.80	504100	23470	17.86	0.5310
detailed placement	54.48	475100	16350	19.30	0.5180
global placement	54.46	474900	16460	17.59	0.5111
floorplan	-	437600	11850	24.84	0.4927
[logic make-up after synthesis]
group | count (synthesis) | share of synthesized area (%)
DFF | 8201 | 46.90
muxes | 8200 | 21.10
AOI/OAI and AO/OA | 8105 | 15.00
and+or+nand+nor | 6127 | 7.002
buffers and inverters | 4748 | 4.163
adders and majority gates | 1309 | 5.601
xor gates and xnor gates | 111 | 0.2290
Power is estimated from default activity; no workload was simulated.
